## run.sh

```bash
#!/bin/bash
# OpenROAD 26Q1-2900-gdf79404cd8, Yosys 0.63+post, stock flow scripts
make -C /OpenROAD-flow-scripts/flow DESIGN_CONFIG=/design/flow/config.mk WORK_HOME=/design/flow/orfs finish
```

## config.mk

```make
export PLATFORM = sky130hd
export DESIGN_NAME = transmitter
export DESIGN_NICKNAME = transmitter
export VERILOG_FILES = /design/flow/design.v
export SDC_FILE = /design/flow/constraint.sdc
export NUM_CORES = 4
export LEC_CHECK = 1
export CORE_AREA = 10 10 100 100
export DIE_AREA = 0 0 110 110
```

## constraint.sdc

```tcl
current_design transmitter

set clk_period 2.2
set clk_io_pct 0.2

create_clock -name clk0 -period $clk_period [get_ports {clk}]

set non_clock_inputs [all_inputs -no_clocks]
set_input_delay [expr $clk_period * $clk_io_pct] -clock clk0 $non_clock_inputs
set_output_delay [expr $clk_period * $clk_io_pct] -clock clk0 [all_outputs]
```

## design.v

```verilog
module transmitter (
    input clk,           
    input rstn,          
    input start,         
    input [6:0] data_in,  
    output reg serial_out  
);
    localparam RESET                = 3'd0;  
    localparam AGUARDA_START_BIT    = 3'd1;  
    localparam START_BIT            = 3'd2;  
    localparam ENVIA_DADOS          = 3'd3;  
    localparam FINALIZA_ENVIO_DADOS = 3'd4;  
    reg [2:0] estado;            
    reg [2:0] proximo_estado;    
    reg [3:0] contador_bit;      
    reg [7:0] buffer_dados;      
    always @(posedge clk or negedge rstn) begin
        if (!rstn) begin         
            estado = RESET;      
        end else begin
            estado = proximo_estado;  
        end
    end
    always @(estado) begin
        case (estado)
            RESET: begin
                proximo_estado = AGUARDA_START_BIT;
            end
            AGUARDA_START_BIT: begin
                proximo_estado = !start ? START_BIT : AGUARDA_START_BIT;
            end
            START_BIT: begin
                proximo_estado = ENVIA_DADOS;
            end
            ENVIA_DADOS: begin
                proximo_estado = contador_bit >= 8 ? FINALIZA_ENVIO_DADOS : ENVIA_DADOS;
            end
            FINALIZA_ENVIO_DADOS: begin
                proximo_estado = AGUARDA_START_BIT;
            end
        endcase
    end
    always @(posedge clk) begin
        case (estado)
            RESET: begin
                buffer_dados = 8'b00000000;   
                serial_out   = 8'b11111111;   
            end
            AGUARDA_START_BIT: begin
            end
            START_BIT: begin
                contador_bit = 4'b0000;       
                buffer_dados = {(^data_in), data_in};  
                serial_out   = 1'b0;          
            end
            ENVIA_DADOS: begin
                contador_bit <= contador_bit+1;  
                if (contador_bit < 8) begin
                    serial_out = buffer_dados[contador_bit];
                end else begin
                    serial_out = 1'b1;
                end
            end
            FINALIZA_ENVIO_DADOS: begin
                serial_out = 1'b0;             
            end
        endcase
    end
endmodule
```

==> results.json <==
{
  "cts_max_path_buffers": 2,
  "ys_cells": 68,
  "period_needed_ps": 1597,
  "ys_async_sr_fraction_pct": 15.79,
  "area_delta_synth_final_pct": 28.37,
  "critPathCaptureType": "flip-flop",
  "fp_util_pct": 11.41,
  "vias": 514,
  "slew_headroom_pct": 57.58,
  "gp_congestion": 0.7481,
  "required_ps": 2190,
  "top_area_cell": "edfxtp_1",
  "ys_ff": 19,
  "tool_warnings": 27,
  "fin_tns_setup_ps": 0,
  "postSynthCellCount": 68,
  "cts.clk_slew.worst_paths_ps": 60,
  "row_count": 32,
  "drt_iter0_drc": 29,
  "finalCritPeriodShare_pct": 72.58,
  "pwr-share-comb_pct": 7.5,
  "fin_area_mm2": 0.001144,
  "htreeDepth": 1,
  "ir_drop_mv": 0.2328,
  "avgRoutedWirePerCell_um": 8.348,
  "area_leaders": "edfxtp_1, dfrtp_1, xnor3_1, dlxtn_1, and2_1",
  "synthTopCellsByCount": "edfxtp_1, and2_1, nor2_1",
  "synth.cell_area_um2": 890.9,
  "p_per_area_mw_per_mm2": 514.6,
  "yosysChipArea_um2": 890.9,
  "netSwitchingPower_mw": 0.1084,
  "final_antenna_net_count": 0,
  "dr.pass1.iters": 2,
  "pin_count": 11,
  "grt_pass1_vias": 497,
  "grt_util_all_layers_pct": 2.581,
  "grt_max_degree": 13,
  "dpl.hpwl_um": 1175,
  "wirelength_um": 1511,
  "whs_ps": 369.1,
  "die-area_mm2": 0.01210,
  "post_cts_buffers": 0,
  "cts_tree": "built",
  "tightest_slew_ps": 634.0,
  "diodes": 0,
  "portBuffers": 10,
  "viasPerCell": 2.840,
  "setup_viol": 0,
  "die_w_um": 110,
  "antenna_found_initial": 0,
  "post_cts_resized": 0,
  "seqPwrFrac_pct": 55.3,
  "fmax_mhz": 626.3,
  "cts_root_buf": "clkbuf_8",
  "min_path_type": "in2async",
  "intPower_mw": 0.4801,
  "synth_dominant_cell_count": "edfxtp_1",
  "hold_violations": 0,
  "max-cap-violations": 0,
  "worst-setup-path-type": "in2reg",
  "postSynthAreaPerCell_um2": 13.10,
  "fp.dieH_um": 110,
  "synth-main-ff-cell": "edfxtp_1",
  "cts_hold_buffers": 0,
  "synth-edff-count": 13,
  "gr-total-overflow": 0,
  "cp-start-kind": "input port",
  "rsz0062_at_grt": "no",
  "clkPwrFrac_pct": 37.2,
  "route.detailed.drc": 0,
  "synth.top_cell.area_share_pct": 43.82,
  "p_leak_nw": 0.4186,
  "synth_cell_types": 31,
  "outcome": "completed",
  "drive_above_1_share_pct": 11.39,
  "untimed_endpoints": 6,
  "core_mm2": 0.007807,
  "skew_ps": 0.4704,
  "grt_pass1_wl_um": 2525,
  "path_max_fanout": 2,
  "post_dp_cell_area_mm2": 0.001099,
  "switching_share_pct": 18.42,
  "clock.latency.late_pin_ps": 240,
  "worstPathArrival_ps": 1580,
  "unclocked_pins": 3,
  "drv_slew": 0,
  "numCtsBuffers": 3,
  "yosys_warnings": 1
}
[per-stage QoR]
| stage | util [%] | power, mW | worst slack (ps) | cells |
|---|---|---|---|---|
| finish | 14.65 | 0.5885 | 603.3 | 181 |
| global route | 14.65 | 0.6129 | 558.0 | 181 |
| CTS | 14.65 | 0.5935 | 592.1 | 181 |
| detailed placement | 14.07 | 0.3758 | 352.0 | 177 |
| global placement | 14.07 | 0.3762 | 360.5 | 177 |
| floorplan | - | 0.3547 | 781.2 | 68 |
[path summary, 6_finish.rpt]
check / startpoint / endpoint / slack, ps / depth (start not counted)
setup / recovery: data_in[1] / buffer_dados[7] / 600 / 4
hold reg to reg: contador_bit[3] / contador_bit[3] / 740 / 2
max in group asynchronous: rstn / estado[2] / 1690 / 1
min in group clk0: contador_bit[3] / contador_bit[3] / 740 / 2
hold / removal: rstn / estado[0] / 370 / 1
setup reg to reg: contador_bit[0] / serial_out / 710 / 3
[cells in the final DEF, fill, tap and decap left out, drive strengths merged, types with 3 or more instances in the layout]
master,Yosys,final
nor2,5,5
inv,4,4
clkdlybuf4s50,0,10
nand2,3,3
dfrtp,3,3
and2,7,7
edfxtp,13,13
dlxtn,3,3
clkbuf,1,3
[critical path: stages]
cell	delay [ps]
clkdlybuf4s50_1	470
xnor3_1	400
xnor3_1	230
nor3_2	40
[logic make-up after synthesis]
family | count (synthesis) | synth area share, %
xor gates and xnor gates | 6 | 8.989
buffers and inverters | 7 | 3.931
AOI/OAI and AO/OA | 7 | 5.899
and+or+nand+nor | 23 | 14.61
muxes | 4 | 6.460
DFF | 16 | 52.25
adders and majority gates | 2 | 2.809
latches | 3 | 5.056
[cell type report]
| cell class | instances | area [µm²] |
|---|---|---|
| Fill cell | 875 | 6664 |
| Sequential cell | 19 | 510.5 |
| Multi-Input combinational cell | 42 | 345.3 |
| Tap cell | 102 | 127.6 |
| Timing Repair Buffer | 10 | 100.1 |
| Clock buffer | 3 | 41.29 |
| Inverter | 4 | 15.01 |
| Clock inverter | 1 | 3.754 |
[layer usage]
metal	GRT usage (%)	wire length, µm
met1	3.712	714
met2	3.768	680
met3	0.4700	62
met4	1.022	54
met5	0	0
[power groups by stage]
stage	Sequential [mW]	Clock [mW]	Combinational, mW
after CTS	0.326	0.223	0.0452
after global routing	0.326	0.239	0.0480
final	0.326	0.219	0.0441
[flip-flops by register name, summed over array words and instances (netlist names)]
signal	flops
buffer_dados	8
contador_bit	4
estado	3
proximo_estado	3
serial_out	1
No activity file was given, so power comes from the tool's default toggle rates.
