File: flow/run.sh
#!/bin/bash
# OpenROAD 26Q1-2900-gdf79404cd8, Yosys 0.63+post, stock flow scripts
make -C /OpenROAD-flow-scripts/flow DESIGN_CONFIG=/design/flow/config.mk WORK_HOME=/design/flow/orfs finish
File: flow/design.v
module receiver (
    input clk,
    input rstn,
    output ready,
    output [6:0] data_out,
    output parity_ok_n,
    input serial_in
);
    reg [3:0] contador_bit;
    reg [7:0] buffer_dados;
    reg recebendo_dados;
    reg _ready;
    reg [6:0] _data_out;
    reg _parity_ok_n;
    always @(posedge clk or negedge rstn) begin
        if (!rstn) begin
            recebendo_dados = 0;
            contador_bit = 4'b0000;
            buffer_dados = 8'b00000000;
            _data_out = 7'b0000000;
            _ready = 0;
            _parity_ok_n = 1;
        end else begin
            _ready = 0;
            if(!recebendo_dados) begin
                if (!serial_in) begin
                    contador_bit = 4'b0000;
                    recebendo_dados = 1;
                end
            end else begin
                contador_bit <= contador_bit+1; 
                if (contador_bit < 8) begin
                    buffer_dados = {serial_in, buffer_dados[7:1]};
                end else begin
                    _data_out = buffer_dados[6:0];
                    _parity_ok_n = ^{buffer_dados[7:0]};
                    _ready = 1;
                    recebendo_dados = 0;
                end
            end
        end
    end
    assign ready       = _ready;
    assign data_out    = _data_out;
    assign parity_ok_n = _parity_ok_n;
endmodule
File: flow/constraint.sdc
current_design receiver

set clk_period 2.3
set clk_io_pct 0.2

create_clock -name clk0 -period $clk_period [get_ports {clk}]

set non_clock_inputs [all_inputs -no_clocks]
set_input_delay [expr $clk_period * $clk_io_pct] -clock clk0 $non_clock_inputs
set_output_delay [expr $clk_period * $clk_io_pct] -clock clk0 [all_outputs]
File: flow/config.mk
export PLATFORM = sky130hd
export DESIGN_NAME = receiver
export DESIGN_NICKNAME = receiver
export VERILOG_FILES = /design/flow/design.v
export SDC_FILE = /design/flow/constraint.sdc
export NUM_CORES = 4
export LEC_CHECK = 1
export CORE_AREA = 10 10 91 91
export DIE_AREA = 0 0 101 101
==> run notes <==
## Power
• 0.680 mV — worst vdd ir
• 42.7% — relative contribution of combinational cells to total power
• 29.6% — switching part of the total
• 527 uW — switching pwr
• 42.2% — sequential share of power
• 1780 uW — post-layout power
• 15.1% — Clock power frac
• 1250 uW — cell internal pwr
• 0.000467 uW — static leakage
• 1540 nW/um^2 — Power Dens Cells

## Clocking
• 2 — clk buf depth
• 22 — clock sink total
• yes — clock tree from TritonCTS
• 0.08 ns — clock transition at the registers of the reported paths
• 1 — Clock H-tree levels
• 0.26 ns — insertion delay of the later-clocked pin in the worst-skew pair
• 0 — PostCTS Resize Cnt
• 0 — number of hold-repair buffers added at the cts stage
• 0 — Post CTS Setup Buffer Count
• sky130_fd_sc_hd__clkbuf_8 — clk root buf
• 3 — CTS buffer count

## Synthesis
• 14.9 um^2 — Mapped Avg Cell Area
• 3.50% — Post-Synth AOI/OAI Area
• 20.1% — mux share of post-synthesis cell area
• 895 um^2 — yosys-reported design area after synthesis
• 1 — synth warn
• 58.7% — Top-area cell share
• 8.81% — Synth Area in XOR/XNOR
• 21 x sky130_fd_sc_hd__dfrtp_1, 15 x sky130_fd_sc_hd__mux2_2, 8 x sky130_fd_sc_hd__xnor2_1 — synth cell count leaders
• 61.7% — register area share after synthesis
• 895 um^2 — Syn Std Cell Area
• sky130_fd_sc_hd__dfrtp_1 — count leader, synth
• 0 — Post-synth EDFFs
• sky130_fd_sc_hd__dfrtp_1 — most used flip-flop cell
• 60 — cell count after synthesis
• 22 — Synthesized registers
• 100% — proportion of synthesized flip-flops having asynchronous set or reset
• 3.50% — simple-gate area share of the yosys netlist
• 17 — tally of unique sky130hd cells used after synthesis
• sky130_fd_sc_hd__dfrtp_1 59%, sky130_fd_sc_hd__mux2_2 19%, sky130_fd_sc_hd__xnor2_1 7.8%, sky130_fd_sc_hd__dfstp_2 2.9%, sky130_fd_sc_hd__a22o_1 2.9% — Top area cell types
• multiplexers — Synth logic family
• sky130_fd_sc_hd__dfrtp_1 — cell taking the most area after synthesis
• 60 — number of cell instances after yosys synthesis
• 1.40% — fraction of the mapped netlist area in adder cells

## Finish
• 674 — filler cell count
• 18.2% — Core Util, Final
• 334 um^2 — Gate Area
• 29.3% — fraction of final layout cells sized beyond drive strength 1
• 1160 um^2 — post-route cell area
• 552 um^2 — sequential cell area in the final layout
• 29.5% — area added between synthesis and finish

## Final timing
• 587 MHz — Max Clock Freq
• 0.461 ns — final hold slack
• 0.00472 ns — largest clock skew in the final design
• 0 — max-slew violation count
• 74.3% — tightest slew margin relative to the limit
• 1.70 ns — post-route minimum period
• 0 ns — Total Neg Setup Slack
• 0.386 ns — actual transition at the worst max-transition pin
• 0 — final number of setup-violating endpoints
• 0 — count of endpoints failing hold in the final timing report
• 74.0% — final cycle utilization of the critical path
• no — RSZ-0062 raised after global routing

## Drt
• 3.24 — Vias per Instance
• 2 — first drt pass iteration count
• 0 — post-detailed-route DRC marker count
• 1480 um — Routed WL
• 0 — post-route ant nets
• 492 — vias after detailed routing
• 15 — DR iter-0 viols
• 0 — diode insertion count for antenna repair
• 9.72 um — routed length per placed instance

## Placement
• 0.751 — placer congestion estimate
• 1110 um — sum of net half-perimeters after detailed placement
• 11 — number of input and output port buffers inserted
• 1100 um^2 — placed instance area

## Worst setup path
• 0.53 ns — max incr delay on CP
• output port — kind of end point of the critical path
• reg2out — CP Class
• 2 — maximum fanout encountered on the critical timing path
• 1.84 ns — required arrival time at the worst endpoint
• flip-flops — family with the most delay on the worst path
• clkdlybuf4s50_1 — crit path cell chain
• sky130_fd_sc_hd__dfstp_2 — cell type of the slowest stage on the worst timing path
• 1.02 ns — minimum setup slack among reg-to-reg paths
• flip-flop — CP startpoint kind
• 1.24 ns — arrival time at the worst endpoint
• 1 — crit path buf inv count

## Die
• 101 um — die extent in y
• 101 um — width of the die
• 14.1% — starting utilization of the core area
• 12 — ports placed on the boundary
• 6350 um^2 — Core Box Area
• 10,200 um^2 — Die Outline Area
• 29 — row count

## Global routing
• 2570 um — global-route wire length before repair
• 23 — pin count of the biggest net entering global routing
• 0 — total gr overflow
• 543 — number of global-route vias before repair
• 3.07% — overall track demand over capacity in global routing
• 0 — number of antenna violations at the first check in global routing

## Job
• 25 — tool warnings
• 0 — Max-cap violations

## Worst hold path
• reg2reg — Hold/Removal Path Class

## Run status
• completed — outcome

[cell usage in the layout (no fill, tap or decap)]
cell type	count
sky130_fd_sc_hd__dfstp_2	1
sky130_fd_sc_hd__xnor2_1	8
sky130_fd_sc_hd__clkbuf_8	4
sky130_fd_sc_hd__inv_1	1
sky130_fd_sc_hd__nand3_1	1
sky130_fd_sc_hd__o21ai_1	1
sky130_fd_sc_hd__nor2_1	1
sky130_fd_sc_hd__mux2_1	1
sky130_fd_sc_hd__nor2b_1	1
sky130_fd_sc_hd__nand2_1	1
sky130_fd_sc_hd__ha_1	1
sky130_fd_sc_hd__mux2_2	15
sky130_fd_sc_hd__nand2b_1	1
sky130_fd_sc_hd__xor2_1	1
sky130_fd_sc_hd__a22o_1	3
sky130_fd_sc_hd__dfrtp_1	21
sky130_fd_sc_hd__clkdlybuf4s50_1	11
sky130_fd_sc_hd__buf_4	1
sky130_fd_sc_hd__nand2_2	1
[power groups by stage]
| stage | clock network (uW) | registers (uW) | logic, uW |
|---|---|---|---|
| 5_1_grt | 293 | 784 | 859 |
| 6_report | 269 | 751 | 761 |
| 4_1_cts | 276 | 756 | 778 |
[worst paths after layout]
kind / startpoint / endpoint / depth (start not counted)
min in group asynchronous: rstn / _ready / 2
max: _parity_ok_n / parity_ok_n / 1
min reg2reg: _parity_ok_n / _parity_ok_n / 2
max reg2reg: recebendo_dados / buffer_dados[5] / 2
max in group asynchronous: rstn / _parity_ok_n / 2
min: _parity_ok_n / _parity_ok_n / 2
[kinds of logic (layout without fill, tap and decap cells)]
family | Yosys count | in the layout
buffers and inverters | 2 | 17
AOI/OAI and AO/OA | 4 | 4
and+or+nand+nor | 6 | 6
muxes | 16 | 16
xor gates and xnor gates | 9 | 9
adders and majority gates | 1 | 1
DFF | 22 | 22
[per-layer routing]
metal	vias up	share of wire, %	track usage [%]
met4	0	0	0
met1	241	52	4.46
met5	-	0	0
li1	238	-	-
met2	13	39	4.23
met3	0	9.3	1.59
[worst reg2reg max path, delay by kind of cell, from the launching register on]
kind	cells	cell delay, ns
and+or+nand+nor	1	0.33
DFF	1	0.46
muxes	1	0.38
[metrics by stage]
stage / cells / worst slack, ns
6_report: 152 / 0.597
5_1_grt: 152 / 0.562
4_1_cts: 152 / 0.581
3_5_place_dp: 148 / 0.780
3_3_place_gp: 148 / 0.870
2_1_floorplan: 60 / 1.17
[registers in the layout (all words and copies together) (netlist names)]
name             count
_data_out            7
_parity_ok_n         1
_ready               1
buffer_dados         8
contador_bit         4
recebendo_dados      1
[final cells by class]
cell class | instances | share of cell area, %
sequential | 22 | 47.6
multi-input combinational | 36 | 28.8
timing repair buffer | 12 | 10.2
tap | 77 | 8.32
inverter | 1 | 0.324
clock buffer | 4 | 4.75
Power figures rest on the tool's default switching activity, not on a simulated workload.
